File: constraint.sdc
current_design PcRegister

set clk_period 1.0
set clk_io_pct 0.2

create_clock -name clk0 -period $clk_period [get_ports {clock}]

set non_clock_inputs [all_inputs -no_clocks]
set_input_delay [expr $clk_period * $clk_io_pct] -clock clk0 $non_clock_inputs
set_output_delay [expr $clk_period * $clk_io_pct] -clock clk0 [all_outputs]
File: run.sh
#!/bin/bash
# OpenROAD 26Q1-2900-gdf79404cd8, Yosys 0.63+post, stock flow scripts
make -C /OpenROAD-flow-scripts/flow DESIGN_CONFIG=/design/flow/config.mk WORK_HOME=/design/flow/orfs finish
File: config.mk
export PLATFORM = sky130hd
export DESIGN_NAME = PcRegister
export DESIGN_NICKNAME = PcRegister
export VERILOG_FILES = /design/flow/design.v
export SDC_FILE = /design/flow/constraint.sdc
export NUM_CORES = 4
export LEC_CHECK = 1
export CORE_AREA = 10 10 111 111
export DIE_AREA = 0 0 121 121
File: design.v
module PcRegister(input clock,
		input clear,
		input[31:0] in,
		output reg[31:0] out);
	always @(posedge clear, negedge clock)
		if (clear)
			out = 32'h00400000;
		else
			out = in + 4;
endmodule
==> Slide: Implementation Results <==
Run Summary

Cells and area
  • Dominant logic cell types in the final layout: buf_4, buf_2, dfrtn_1
  • Largest register FFs: 32
  • Reg area: 802 um^2
  • Cell area after layout: ~2800 um^2
  • Layout area overhead: 106%
  • Logic area: approximately 760 um^2
  • Share of layout cells above drive strength 1: 58.8%
  • Dominant logic cell type in the layout: buf_4
  • Non-filler instance count after layout: 378
  • Fillcell total: 994

Worst setup path
  • CP Data Arrival Time: 1.43 ns
  • Crit path buf inv count: 1
  • Slowest stage delay, CP: slightly above 0.5 ns
  • CP endpoint kind: output port
  • CP max stage cell: dfstp_2
  • CP top delay family: flip-flops
  • Worst-path fanout max: 1
  • Worst setup SP type: flop
  • Worst-path cell chain: buf_6
  • CP Data Required Time: 0.80 ns
  • Worst setup path category: reg2out

GRT
  • Overflow after GRT: 0
  • First-pass GRT wire length: 7670 um
  • Gr usage total: 6.57%
  • Largest net degree at the start of global routing: 15
  • Vias in the first global route: 1415
  • Initial antenna violation count: 2

Die
  • Die Size: 14600 um^2
  • Top-Level Pins: approximately 66
  • Die X-Extent: 121 um
  • Floorplan Utilization: around 14%
  • FP Rows: 36
  • Die Y: approximately 120 um
  • Core footprint: between 9000 and 10000 um^2

STA
  • Worst setup margin: -0.631 ns
  • Final Slew Violations: 0
  • RSZ-0062 raised after global routing: yes
  • Slew HR: 80.4%
  • Worst-Margin Slew: 0.294 ns
  • Hold Vio Cnt, Final: 0
  • Setup Viol. Count Final: 59

Job
  • Log Warnings: 29
  • Max cap viols: 0

CTS
  • Htree depth: 2
  • CTS tree: built
  • CTS Buf Count: 5
  • Clock Path Buffers: 2
  • Worst-path clk slew: 0.05 ns
  • Clk root buf: clkbuf_8
  • # clock sinks: 32

Yosys
  • Cell Area, Synth: 1380 um^2
  • Avg Inst Size Synth: 12.0 um^2
  • Area leader, netlist: dfrtn_1
  • Synthesis area per yosys: roughly 1400 um^2
  • Yosys top cell area share: 56.2%
  • Synth Seq Share: 58.1%
  • Yosys Instances: 115
  • Mapped Cells: 115
  • Flops & latches, synth: 32
  • Synth area leaders: dfrtn_1, xnor2_1, nand4_1
  • YS warnings: 1
  • Yosys cell types: 18

Routing
  • Via density: 3.38
  • # DRC: 0
  • DRT iter0 DRCs: slightly above 70
  • Number of detailed-route iterations in the first pass: 4
  • Post-DRT Antenna Nets: 0
  • Final WL: between 4000 and 5000 um
  • Vias: 1279
  • Wirelength per Cell: 12.6 um

Power and ir drop
  • P per Cell Area: 1050 nW/um^2
  • Maximum vdd drop: roughly 0.45 mV
  • Leakage power: about 1.3 nW

Placement
  • IO Port Bufs: between 60 and 70
  • Placed Cells: 359
  • GP Congestion: 0.819
  • Area after DPL: about 2600 um^2
  • DP HPWL: roughly 3800 um

Hold path
  • Worst min path class: in2reg

Status
  • Status: finished with violations
  • Failing checks: negative setup slack
## cells by family after synthesis
family                   after synthesis  synth area share [%]
flip-flops                            32                  58.1
buffers and inverters                  4                  1.09
XOR/XNOR                              28                  17.8
adder cells (fa/ha/maj)                1                 0.906
AND/OR/NAND/NOR                       50                  22.1
## power by group
group / switching, W / internal [W] / leakage [nW] / total [W]
combinational: 0.000226 / 0.000342 / 0.868 / 0.000568
clock: 0.000459 / 0.000545 / 0.0591 / 0.00100
sequential: 0.0000179 / 0.00138 / 0.372 / 0.00140
## cells in the mapped netlist
| master | number |
|---|---|
| nor2_1 | 7 |
| and3_1 | 2 |
| inv_1 | 4 |
| nor3_1 | 3 |
| ha_1 | 1 |
| xor2_1 | 6 |
| nand2_1 | 10 |
| nor4_4 | 2 |
| xnor2_1 | 22 |
| or2_2 | 2 |
| nand4_4 | 1 |
| nand4_1 | 10 |
| and4_1 | 1 |
| nand3_2 | 1 |
| nand3_1 | 10 |
| dfrtn_1 | 31 |
| and2_1 | 1 |
| dfstp_2 | 1 |
## metal layers
layer | global-route usage, % | wire (um) | up-vias
li1 | - | - | 649
met1 | 8.45 | 2100 | 586
met2 | 10.5 | 2180 | 40
met3 | 2.50 | 416 | 4
met4 | 0.980 | 71 | 0
met5 | 0 | 0 | -
## path summary, 6_finish.rpt
kind,cells past startpoint,slack (ns),to,from
min in group asynchronous,3,0.52,out[25],clear
worst min-delay path,2,0.47,out[2],in[2]
worst max-delay path,1,-0.63,out[22],out[22]
max in group asynchronous,3,0.31,out[3],clear
## stage by stage
stage          utilization [%]  hold slack (ns)  TNS (ns)  setup WS (ns)  power, W
3_5_place_dp              26.5             1.08    -62.39          -1.39   0.00204
6_report                  28.8            0.473    -27.55         -0.631   0.00297
5_1_grt                   28.8            0.479    -30.31         -0.682   0.00315
4_1_cts                   27.8            0.466    -27.89         -0.645   0.00299
3_3_place_gp              26.5             1.08    -61.74          -1.38   0.00203
2_1_floorplan                -            0.518    -17.12         -0.788   0.00152
## area by class of cell
cell class | count | area share (%)
Tap cell | 133 | 5.86
Sequential cell | 32 | 28.2
Inverter | 3 | 0.529
Timing Repair Buffer | 120 | 35.2
Clock inverter | 3 | 0.396
Clock buffer | 6 | 2.91
Multi-Input combinational cell | 79 | 26.7
Antenna cell | 2 | 0.176
## what timing repair did
action,in CTS,in global routing
resized,223,17
setup endpoints to repair,62,67
pin swaps,34,11
hold buffers,0,0
buffers inserted,4,8
hold endpoints to repair,0,0
cloned,0,1
Power and IR drop assume default switching activity.
