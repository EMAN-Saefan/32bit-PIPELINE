==> design.v <==
module alu(a,b,result,select);
input [31:0] a, b;
input [2:0] select;
output [31:0] result;
reg [31:0] result;
always @(a or b or select)
begin
case (select)
0: result = a & b;
1: result = a | b;
2: result = a + b;
6: result = a - b;
7: result = (a-b)>>31;
default: result = 0;
endcase
end
endmodule
==> run.sh <==
#!/bin/bash
# OpenROAD 26Q1-2900-gdf79404cd8, Yosys 0.63+post, stock flow scripts
make -C /OpenROAD-flow-scripts/flow DESIGN_CONFIG=/design/flow/config.mk WORK_HOME=/design/flow/orfs finish
==> config.mk <==
export PLATFORM = sky130hd
export DESIGN_NAME = alu
export DESIGN_NICKNAME = alu
export VERILOG_FILES = /design/flow/design.v
export SDC_FILE = /design/flow/constraint.sdc
export NUM_CORES = 4
export LEC_CHECK = 1
export CORE_UTILIZATION = 40
==> constraint.sdc <==
current_design alu

set clk_period 16.5
set clk_io_pct 0.2

create_clock -name clk0 -period $clk_period

set non_clock_inputs [all_inputs -no_clocks]
set_input_delay [expr $clk_period * $clk_io_pct] -clock clk0 $non_clock_inputs
set_output_delay [expr $clk_period * $clk_io_pct] -clock clk0 [all_outputs]
==> results.env <==
SLEW_HEADROOM_PCT=43.81
DIE_W_UM=110.0
SYNTH_CELLS=679
GRT_MAX_DEGREE=53
GRT_USAGE_PCT=23.19
DRT-PASS1-ITER-COUNT=5
CRITPATHCAPTURETYPE='output pin'
DETAIL_ROUTE.ITER0.VIOLATIONS=221
ANTENNA_VIOLATING_NETS_POST_ROUTE=0
SEQCELLAREA_UM2=0
NFLOPSANDLATCHES=0
HOLDPATHSTAGES=5
WL_PER_CELL_UM=15.72
N_FILL_CELL=1168
FLOW.AREA_GROWTH_FROM_SYNTHESIS_PCT=21.33
ROUTE.DETAILED.VIAS_PER_INST=5.561
TIMING.SETUP.CRITICAL_PATH_CLASS='input pin to output pin'
PLACEMENT.IO_BUFFERS=99
GLOBAL_ROUTE.USAGE.MET2_PCT=37.59
YS_SEQ_SHARE_PCT=0
FLOORPLAN.INITIALDENSITY_PCT=40.89
PROPORTION_OF_LAYOUT_CELLS_WITH_A_DRIVE_SUFFIX_ABOVE_1_PCT=2.416
DETAIL_ROUTE.WIRELENGTH_MM=13.96
GRT_ANTENNA_BEFORE_REPAIR=0
SYNTH.YOSYS.NUM_CELLS=679
ROWS=39
CRIT_REQUIRED_NS=13.20
FINAL_CYCLE_SHARE_PCT=63.50
LEAKAGE_nW=2.611
HOLD_BUFFERS=0
WIRE_LENGTH_OF_THE_FIRST_GLOBAL_ROUTING_PASS_MM=22.17
CTS_SETUP_BUFFERS=0
ANTENNA_CELLS_INSERTED=0
POWER.IR.VDD_WORST_V=0.00002004
POWER_PER_CELL_AREA_nW_PER_UM2=33.48
TIMING.HOLD.WORST_ENDPOINT='result[4]'
SETUP-VIOLATIONS-FINAL=0
GRT_REMAINING_OVERFLOW=0
POSTLAYOUTCOREUTIL_PCT=49.62
GRT_USE_MET1_PCT=36.03
CRITPATHLAUNCH='a[0]'
FIRST_GLOBAL_VIAS=4459
CLOCKBUFFERCOUNT=0
SYNTH_WARNINGS=1
MAXCLOCKFREQUENCY_MHz=95.44
TOP_USAGE_LAYER='met2'
ROUTED-VIA-COUNT=4938
SYN_AREA_UM2=4669
FIN_TNS_SETUP_NS=0
MAX-CAP-VIOLATIONS=0
PERIOD_MINUS_SLACK_NS=10.48
MAX_SLEW.WORST_PIN.SLEW_NS=0.8419
GRTUSAGEMET3_PCT=0.1797
TIMING.HOLD.WORST.CLASS='input pin to output pin'
STATUS='complete, no violations'
ROUTABILITYCONGESTION=0.9123
REMAINING_DESIGN_RULE_VIOLATION_COUNT=0
TIMING_MAX_TRANSITION_VIOLATIONS_FINAL=0
STAGE_LOG_WARNINGS=105
NUMBER_OF_TOP_LEVEL_PINS=99
TIMING.HOLD.WORST.START='b[4]'
FINALHOLDVIOLCOUNT=0
POST_SYNTH.CELL_AREA_AVG_UM2=6.877
SYNTH.LIB_CELLS_USED.DISTINCT=74
YOSYS.STAT.CHIPAREA_UM2=4669
GRT_SETUP_UNREPAIRED='false'
POST-DP-HPWL_MM=10.68
PLACEABLECOREAREA_UM2=11420
CRITICAL_PATH_PEAK_FANOUT=2
CTS_RESIZED=0
FLOORPLAN.DIE_AREA_UM2=12110
DIE_HEIGHT_UM=110.0
CP-START-KIND='input pin'
ARRIVAL_NS=7.18
-- kinds of logic after synthesis --
kind of cell / after synthesis / share of synthesized area [%]
AND/OR/NAND/NOR: 147 / 15.68
multiplexers: 11 / 2.358
adder cells (fa/ha/maj): 107 / 28.99
buffers and inverters: 134 / 12.25
AND-OR/OR-AND: 249 / 34.92
XOR/XNOR: 31 / 5.815
-- cell usage in the layout, fill, tap and decap left out, types with 7 or more instances in the layout --
cell type                         count
sky130_fd_sc_hd__a211oi_1             8
sky130_fd_sc_hd__a21o_1               7
sky130_fd_sc_hd__a21oi_1             74
sky130_fd_sc_hd__a22oi_1             15
sky130_fd_sc_hd__a31oi_1              8
sky130_fd_sc_hd__clkdlybuf4s50_1     99
sky130_fd_sc_hd__ha_1               105
sky130_fd_sc_hd__inv_1               96
sky130_fd_sc_hd__mux2i_1             11
sky130_fd_sc_hd__nand2_1             36
sky130_fd_sc_hd__nand2b_1             7
sky130_fd_sc_hd__nand3_1              9
sky130_fd_sc_hd__nor2_1              39
sky130_fd_sc_hd__nor2b_1              7
sky130_fd_sc_hd__nor3_1              14
sky130_fd_sc_hd__o21ai_0             40
sky130_fd_sc_hd__o21bai_1            16
sky130_fd_sc_hd__o22ai_1             26
sky130_fd_sc_hd__o31ai_1              8
sky130_fd_sc_hd__xnor2_1             29
-- synth_stat cells (14+ instances only) --
| library cell | instances | area [µm²] |
|---|---|---|
| sky130_fd_sc_hd__nor3_1 | 14 | 70.07 |
| sky130_fd_sc_hd__o21bai_1 | 16 | 120.1 |
| sky130_fd_sc_hd__o22ai_1 | 26 | 162.7 |
| sky130_fd_sc_hd__inv_1 | 96 | 360.4 |
| sky130_fd_sc_hd__a21oi_1 | 74 | 370.4 |
| sky130_fd_sc_hd__xnor2_1 | 29 | 254.0 |
| sky130_fd_sc_hd__nand2_1 | 36 | 135.1 |
| sky130_fd_sc_hd__o21ai_0 | 40 | 200.2 |
| sky130_fd_sc_hd__nor2_1 | 39 | 146.4 |
| sky130_fd_sc_hd__ha_1 | 105 | 1314 |
| sky130_fd_sc_hd__clkbuf_1 | 20 | 75.07 |
| sky130_fd_sc_hd__a22oi_1 | 15 | 112.6 |
-- metrics by stage --
step	area, µm²	total power, W	hold WS (ns)	cells	worst slack (ns)
2_1_floorplan	4669	0.0001233	6.801	679	7.508
3_3_place_gp	5665	0.0001882	7.705	888	6.101
3_5_place_dp	5665	0.0001879	7.718	888	6.088
4_1_cts	5665	0.0001895	7.729	888	6.026
5_1_grt	5665	0.0002108	7.781	888	5.706
6_report	5665	0.0001897	7.723	888	6.022
-- per-layer routing --
layer / share of wire (%) / vias to the layer above
met4: 0.45 / 0
met3: 4.2 / 4
met5: 0 / -
met1: 51 / 2260
li1: - / 2547
met2: 44 / 127
-- critical path, stage by stage --
cell and delay (ns):
sky130_fd_sc_hd__clkdlybuf4s50_1 0.48, sky130_fd_sc_hd__inv_1 0.07, sky130_fd_sc_hd__ha_1 0.23, sky130_fd_sc_hd__fa_1 0.39, sky130_fd_sc_hd__o21bai_1 0.18, sky130_fd_sc_hd__o211ai_1 0.12, sky130_fd_sc_hd__a2111oi_1 0.49, sky130_fd_sc_hd__nor2b_1 0.13
sky130_fd_sc_hd__o31ai_1 0.32, sky130_fd_sc_hd__a221o_1 0.24, sky130_fd_sc_hd__a211oi_2 0.08, sky130_fd_sc_hd__o311ai_1 0.37, sky130_fd_sc_hd__xor2_1 0.13, sky130_fd_sc_hd__o22ai_1 0.15, sky130_fd_sc_hd__clkdlybuf4s50_1 0.49
-- power breakdown --
| part | leakage, nW | internal [W] | switching, W |
|---|---|---|---|
| Clock | 0 | 0 | 0 |
| Combinational | 2.61 | 0.0000897 | 0.000100 |
| Sequential | 0 | 0 | 0 |
-- how the worst max path moves through the flow --
stage	end	slack, ns	cells past startpoint
final	result[20]	6.02	15
after global routing	result[20]	5.71	15
after CTS	result[20]	6.03	15
-- final cells by class --
type                            instances  area (µm²)  area share, %
Multi-Input combinational cell        545        4098          72.33
Tap cell                              143       178.9          3.158
Timing Repair Buffer                  104        1028          18.15
Inverter                               96       360.3          6.360
Power and IR drop assume default switching activity.
