==> /design/flow/run.sh <==
#!/bin/bash
# OpenROAD 26Q1-2900-gdf79404cd8, Yosys 0.63+post, stock flow scripts
make -C /OpenROAD-flow-scripts/flow DESIGN_CONFIG=/design/flow/config.mk WORK_HOME=/design/flow/orfs finish
==> /design/flow/config.mk <==
export PLATFORM = sky130hd
export DESIGN_NAME = DataMem
export DESIGN_NICKNAME = DataMem
export VERILOG_FILES = /design/flow/design.v
export SDC_FILE = /design/flow/constraint.sdc
export NUM_CORES = 4
export LEC_CHECK = 1
export CORE_UTILIZATION = 30
export SYNTH_MEMORY_MAX_BITS = 65536
==> /design/flow/constraint.sdc <==
current_design DataMem

set clk_period 40.0
set clk_io_pct 0.2

create_clock -name clk0 -period $clk_period [get_ports {clk}]

set non_clock_inputs [all_inputs -no_clocks]
set_input_delay [expr $clk_period * $clk_io_pct] -clock clk0 $non_clock_inputs
set_output_delay [expr $clk_period * $clk_io_pct] -clock clk0 [all_outputs]
==> /design/flow/design.v <==
module DataMem (
    input wire [7:0] addr,
    input wire [31:0] data_in,
    input wire write_enable,
    input wire clk,
    output reg [31:0] data_out,
    output reg wd
);
    reg [31:0] mem [255:0];  
    always @(posedge clk) begin
        if (write_enable) begin
            mem[addr] <= data_in;
            wd <= 1;  
        end else begin
            wd <= 0;
        end
        data_out <= mem[addr];
    end
endmodule
==> qor.csv <==
metric;value;unit
clk_transition_reported_paths;60;ps
setup_viol;0;
r2r.worst_path.cells;5;
synth.yosys.warnings;1;
grt-ovfl-total;0;
cts_resized;0;
num_vias;145600;
synth_seq_share;79.82;%
fillerInstances;92480;
yosys_cells;13090;
critPathSlowestCell;sky130_fd_sc_hd__o41ai_2;
clock_latency;1210;ps
dp_cells;26840;
routabilityCongestion;0.8751;
drt_wl_total;867.4;mm
design.core.area;1026000;um2
groute.usage.overall;17.93;%
initial_utilization;30.11;%
wire_per_inst;30.60;um
yosys_area;309000;um2
post_synth.cell_area_avg;23.61;um2
yosys.cell_types.count;22;
root_buffer;sky130_fd_sc_hd__clkbuf_16;
setup_buffers_after_cts;0;
io_buffer_count;74;
first_iter_violations;10060;
powerDensity;49.13;nW/um2
post-route-min-period;15000;ps
post_route_skew;111.5;ps
critical-path-max-stage-delay;1030;ps
setup.worst_path.start_class;input pin;
remaining_antenna_violation_count;0;
cap_viol_max_count;0;
cts_hold_buffers;0;
setup.worst_path.class;in -> reg;
drt_drc_violations_left;0;
floorplan.die_area;1034000;um2
setup_total_negative_slack;0;ps
hpwlAfterDp;495.8;mm
ys_dominant_reg_cell;sky130_fd_sc_hd__edfxtp_1;
dieWidth;1.017;mm
total_clock_sinks;8225;
setup_repair_after_global_routing_missed_its_margin;false;
min-delay-path-class;reg -> reg;
worstSetupPathDepth;15;
grt_start_max_net_pins;114;
edf_count;8192;
clock.fmax;66.66;MHz
fp-row-count;372;
post-route-period-util;37.50;%
die_height;1.017;mm
layout-drive-gt1-share;29.58;%
worstMarginPinSlew;1374;ps
area_growth_syn_to_layout;15.90;%
post_drt_via_cell_ratio;5.135;
final-hold-violation-count;0;
antenna_violations_before_repair;36;
ir_drop;0.00004977;V
cts_tree;yes;
cpMostUsedCell;sky130_fd_sc_hd__buf_4;
grt_first_pass_wirelength;1217;mm
worstHoldPathCells;5;
synthArstFlopShare;0;%
drt_pass1_iterations;7;
htree_num_levels;6;
top_cell_family_by_delay_on_the_critical_path;buffers and inverters;
cp_data_required_time;41010;ps
synthesis.area;309000;um2
total_leakage_power;107.3;nW
cts_buffer_depth;4;
pin_count;75;
via_count_of_the_first_global_routing_pass;163300;
cp.arrival;16010;ps
critical_path_peak_fanout;53;
tritoncts.num_buffers;797;
yosys_register_bits;8225;
timing.critical_path.buf_inv;10;
path_cells;buf_16 > buf_4 > buf_4 > buf_4 > buf_4 > buf_4 > buf_4 > buf_4 > buf_4 > mux4_2 > a22oi_1 > a21oi_1 > o41ai_2 > buf_4 > nand4_1;
postSynthCellCount;13090;
critical_path.endpoint_type;register;
report.final.slew_viol_count;0;
slew_headroom;8.427;%
openroad.warnings;30;
outcome;completed;
final_cell_count_no_fill;28350;
[final timing paths]
| kind | startpoint | end | slack [ps] |
|---|---|---|---|
| max | addr[0] | data_out[25]$_DFF_P_ | 25000 |
| min | mem[240][9]$_DFFE_PP_ | data_out[9]$_DFF_P_ | 950 |
| max reg2reg | mem[218][16]$_DFFE_PP_ | data_out[16]$_DFF_P_ | 36920 |
| min reg2reg | mem[240][9]$_DFFE_PP_ | data_out[9]$_DFF_P_ | 950 |
[layer usage]
metal / vias up / GRT usage (%) / share of wire (%) / wire, um
met1: 74300 / 17.07 / 28 / 245000
met3: 1557 / 16.06 / 19 / 168200
met2: 10820 / 26.57 / 46 / 403200
met5: - / 1.048 / 0.25 / 2187
met4: 43 / 7.656 / 5.6 / 48820
li1: 58850 / - / - / -
[state kept, by name, indices dropped and copies added (netlist names)]
name / flops
data_out: 32
mem: 8192
wd: 1
[cells by family (layout without fill, tap and decap cells)]
kind of cell,Yosys count,count (layout),synth area share [%]
AND-OR/OR-AND,1664,1664,3.680
buffers and inverters,797,2351,1.088
flip-flops,8225,8225,79.82
multiplexers,2048,2048,14.93
other,0,55,0
AND/OR/NAND/NOR,354,354,0.4887
[per-stage QoR]
step	power (W)	instance area, um2	hold slack (ps)	setup slack [ps]	utilization (%)
detailed placement	0.01055	333000	927.8	23520	32.44
CTS	0.01773	358000	938.9	24740	34.88
floorplan	0.01009	309000	819.1	28120	-
global route	0.01808	358100	1011	24250	34.89
global placement	0.01054	333000	917.4	23380	32.44
finish	0.01760	358200	949.1	25000	34.90
[where the power goes]
part	switching [W]	total [W]	internal [W]	leakage (nW)
sequential	0.0000249	0.00952	0.00950	73.9
clock	0.00322	0.00724	0.00402	12.1
combinational	0.000552	0.000831	0.000279	21.3
total	0.00380	0.0176	0.0138	107
[worst reg2reg max path, delay by kind of cell, from the launching register on]
family,cells,cell delay [ps]
compound gates,3,1900
flops,1,350
mux,1,460
simple gates,1,180
[final cells by class]
class	count	area [um2]	area share (%)
clock buffer	1023	20970	5.854
antenna	55	137.6	0.03843
tap	13650	17080	4.769
sequential	8225	246700	68.87
timing repair buffer	898	7330	2.046
clock inverter	429	4070	1.136
multi-input combinational	4066	61930	17.29
inverter	1	3.754	0.001048
[cell usage after synthesis (21+ instances only)]
cell type / instances / share of area, %
sky130_fd_sc_hd__a21oi_1: 512 / 0.83
sky130_fd_sc_hd__a22oi_1: 1024 / 2.5
sky130_fd_sc_hd__buf_1: 64 / 0.078
sky130_fd_sc_hd__buf_2: 209 / 0.34
sky130_fd_sc_hd__buf_4: 21 / 0.051
sky130_fd_sc_hd__clkbuf_1: 498 / 0.60
sky130_fd_sc_hd__dfxtp_1: 33 / 0.21
sky130_fd_sc_hd__edfxtp_1: 8192 / 80
sky130_fd_sc_hd__mux4_2: 2048 / 15
sky130_fd_sc_hd__nand2_1: 28 / 0.034
sky130_fd_sc_hd__nand4_1: 32 / 0.065
sky130_fd_sc_hd__nor2_1: 232 / 0.28
sky130_fd_sc_hd__nor3_1: 30 / 0.049
sky130_fd_sc_hd__o41ai_1: 128 / 0.36
[placed cells by master, fill, tap and decap left out, types with 4 or more instances in the layout]
cell / netlist / final
sky130_fd_sc_hd__clkdlybuf4s50_1: 0 / 39
sky130_fd_sc_hd__clkinv_16: 0 / 25
sky130_fd_sc_hd__nor2_4: 0 / 228
sky130_fd_sc_hd__buf_8: 0 / 32
sky130_fd_sc_hd__nand2_2: 0 / 8
sky130_fd_sc_hd__clkbuf_8: 0 / 11
sky130_fd_sc_hd__buf_4: 21 / 807
sky130_fd_sc_hd__nand2_1: 28 / 12
sky130_fd_sc_hd__nor3_2: 0 / 30
sky130_fd_sc_hd__nand4_1: 32 / 32
sky130_fd_sc_hd__nand3_1: 13 / 4
sky130_fd_sc_hd__bufinv_16: 0 / 48
sky130_fd_sc_hd__o41ai_2: 0 / 92
sky130_fd_sc_hd__mux4_2: 2048 / 2048
sky130_fd_sc_hd__clkinv_1: 0 / 209
sky130_fd_sc_hd__a22oi_1: 1024 / 1024
sky130_fd_sc_hd__inv_6: 0 / 13
sky130_fd_sc_hd__clkinvlp_4: 0 / 7
sky130_fd_sc_hd__a21oi_1: 512 / 512
sky130_fd_sc_hd__o41ai_4: 0 / 7
sky130_fd_sc_hd__nand2_4: 0 / 8
sky130_fd_sc_hd__buf_12: 0 / 17
sky130_fd_sc_hd__clkbuf_16: 0 / 800
sky130_fd_sc_hd__nor2_1: 232 / 4
sky130_fd_sc_hd__inv_16: 0 / 10
sky130_fd_sc_hd__o41ai_1: 128 / 29
sky130_fd_sc_hd__clkbuf_1: 498 / 212
sky130_fd_sc_hd__nand2b_1: 6 / 4
sky130_fd_sc_hd__edfxtp_1: 8192 / 8192
sky130_fd_sc_hd__clkinv_2: 0 / 102
sky130_fd_sc_hd__nor2b_4: 0 / 4
sky130_fd_sc_hd__dfxtp_1: 33 / 33
sky130_fd_sc_hd__diode_2: 0 / 55
sky130_fd_sc_hd__nand3_4: 0 / 8
sky130_fd_sc_hd__clkinv_8: 0 / 11
Power figures rest on the tool's default switching activity, not on a simulated workload.
